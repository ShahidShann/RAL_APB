`./design.v`:
```
interface apb_if (input pclk);
   logic [31:0]   paddr;
   logic [31:0]   pwdata;
   logic [31:0]   prdata;
   logic          pwrite;
   logic          psel;
   logic          penable;
   logic          presetn;
   logic          valid_in;
   logic          data_in;
   logic          valid_out;
   logic          out_port1;
   logic          out_port2;
   logic          out_port3;
   logic          out_port4;
endinterface
module switch ( clk,rst,data_in,valid_in, paddr,psel,pen,p_write,p_wdata, 
out_port1,out_port2,out_port3, out_port4,valid_out,prdata);
input clk,rst,data_in,valid_in;
input [31:0]paddr;
input [31:0]p_wdata; 
input psel,pen,p_write;
output out_port1,out_port2,out_port3, out_port4,valid_out;
output reg  [31:0]prdata;
reg chip_en;
reg [7:0]chip_id;
reg [3:0]out_port_en;
reg [63:0]in_pkt;
reg [63:0]out_pkt;
reg [7:0]cnt;
reg out_start,pkt_rec;
reg [7:0]cnt_out;
wire pwrite,pread;
assign pwrite=p_write && psel && pen;
assign pread= (p_write==0) && psel && pen;
always@(posedge clk) begin
	if(!rst) begin
          chip_en<=1; 
	  chip_id<='hAA;
	  out_port_en<=4'b0001;
	end
	else if(paddr==0 && pwrite) begin
		chip_en<=p_wdata[0];
	end
	else if(paddr=='h8 && pwrite) begin
		out_port_en<=p_wdata[3:0];
	end
	else if(paddr==0 && pread) begin
		prdata<=chip_en;
	end
	else if(paddr=='h4 && pread) begin
		prdata<=chip_id;
	end
	else if(paddr=='h8 && pread) begin
		prdata<=out_port_en;
	end
end
always@(posedge clk) begin
	if(!rst) begin
          in_pkt<=0;
	  cnt<=0;
	  pkt_rec<=0;
	end
	else if(valid_in && cnt!=64) begin
		cnt<=cnt+1;
    in_pkt<= {in_pkt[62:0], data_in};
		pkt_rec<=0;
	end
	else if (cnt==64) begin
           cnt<=0;
	   pkt_rec<=1;
	end
end
always@(posedge clk) begin
	if(!rst) begin
   out_pkt<=0;
	end
	else if(pkt_rec) begin
		out_pkt<={in_pkt[47:32],in_pkt[63:48],in_pkt[31:0]};
    pkt_rec<=0;  
	end
	else if(out_start) begin
		out_pkt<=out_pkt<<1;
	end
end
always@(posedge clk) begin
	if(!rst) begin
    out_start<=0;
	  cnt_out<=0;
	end
	else if(cnt_out==64) begin
		out_start<=0;
    cnt_out<=0; 
	end
	else if(out_start | pkt_rec) begin
		cnt_out<=cnt_out+1;
		out_start<=1;
	end
end
assign valid_out=out_start;
assign out_port1= chip_en &  (out_port_en==4'b0001) & out_pkt[63];
assign out_port2= chip_en &  (out_port_en==4'b0010) & out_pkt[63];
assign out_port3= chip_en &  (out_port_en==4'b0100) & out_pkt[63];
assign out_port4= chip_en &  (out_port_en==4'b1000) & out_pkt[63];
endmodule
```
`./run.sh`:
```
#!/bin/bash
# OpenROAD 26Q1-2900-gdf79404cd8, Yosys 0.63+post, stock flow scripts
make -C /OpenROAD-flow-scripts/flow DESIGN_CONFIG=/design/flow/config.mk WORK_HOME=/design/flow/orfs finish
```
`./config.mk`:
```
export PLATFORM = sky130hd
export DESIGN_NAME = switch
export DESIGN_NICKNAME = switch
export VERILOG_FILES = /design/flow/design.v
export SDC_FILE = /design/flow/constraint.sdc
export NUM_CORES = 4
export LEC_CHECK = 1
export CORE_AREA = 10 10 102 102
export DIE_AREA = 0 0 112 112
```
`./constraint.sdc`:
```
current_design switch

set clk_period 3.0
set clk_io_pct 0.2

create_clock -name clk0 -period $clk_period [get_ports {clk}]

set non_clock_inputs [all_inputs -no_clocks]
set_input_delay [expr $clk_period * $clk_io_pct] -clock clk0 $non_clock_inputs
set_output_delay [expr $clk_period * $clk_io_pct] -clock clk0 [all_outputs]
```
==> results.yml <==
# generated from flow reports
synthesis:
  syn_avg_cell_area_um2: 9.632
  ys_types: 29
  yosysWarnings: 3
  top_cell_area_share_pct: 23.09
  synthTopCellsByCount: "buf_4 (31), dfxtp_1 (14), nand2_1 (12), nor2_1 (8)"
  seq_area_frac_synth_pct: 35.46
  yosys_cells: 126
  synth.cell_area_um2: 1214
  syn_inst: 126
  synthTopCellsByArea: "dfxtp_1 (23%), buf_4 (19%), edfxtp_1 (12%)"
  ys_ff: 19
  synth-async-reset-ratio_pct: 0
  edf_count: 5
  synth.most_common_cell: "buf_4"
  ys.flop_type: "dfxtp_1"
  ys_area_um2: 1214
  yosys.area.top_type: "dfxtp_1"
grt:
  grt-ovfl-total: 0
  antenna_found_initial: 0
  grt_pass1_wl_um: 4850
  grt_usage_pct: 4.530
  grt_pass1_vias: 990
  grt_max_degree: 13
clock_network:
  cts_made_buffers: 3
  postCtsHoldBufs: 0
  clk_pin_slew_ns: 0.07
  ctsLongestPathBuffers: 2
  ctsResizeCount: 0
  cts_tree: "done"
  cts_num_sinks: 19
  cts_setup_buffers: 0
  cts-root-buf: "clkbuf_8"
  clk_latency_ns: 0.25
  h-tree-depth: 1
timing:
  min_period_ns: 2.349
  rsz0062_at_grt: "no"
  finalSetupViolCount: 0
  fin_crit_sh_pct: 78.29
  finalHoldViolCount: 0
  slew_violations: 0
  fin_worst_skew_ns: 0.001493
  fin_setup_tns_ns: 0
  max_freq_ghz: 0.4258
drt:
  ant_nets: 0
  drc: 0
  vias_per_cell: 3.336
  drt-initial-drc-count: 20
  wl_per_cell_um: 10.46
  wl_um: 2930
  n_antenna_cell: 0
  first_pass_iters: 3
  vias: 934
placed_design:
  dp_hpwl_um: 2530
  placed_area_um2: 1699
  placedCellCount: 276
  place.gp.congestion: 0.7661
  port_buffers: 47
floorplanning:
  fp_util_pct: 14.77
  die_height_um: 112
  dieWidth_um: 112
  coreArea_um2: 8217
  die_area_um2: 12540
  io_pins: 108
  num_rows: 33
critical_path:
  crit_type: "input pin to flip-flop"
  arrival_ns: 2.35
  critPathRequiredTime_ns: 3.00
  slowest_delay_ns: 0.39
  cp-start-kind: "input pin"
  cp_max_fo: 5
  cp-end-kind: "flip-flop"
  path_cells: "clkdlybuf4s50_1 -> nor4_1 -> nand4_2 -> nor4_4 -> mux2_1"
  critPathSlowestCell: "clkdlybuf4s50_1"
pwr:
  power_uw: 507.9
  leakagePower_nw: 0.6240
  p_per_area_nw_per_um2: 291.0
  ir_worst_vdd_uv: 201.2
status:
  outcome: "complete, no violations"
cells_and_area:
  area_delta_synth_final_pct: 43.81
  fin_area_um2: 1745
  drive_gt1_share_pct: 8.000
  final_core_util_pct: 21.24
  fill_cells: 871
  instances_no_fill: 280
flow_run:
  maxCapViolCount: 0
  openroad.warnings: 56
min_path:
  hold_path_class: "flip-flop to flip-flop"
-- logic make-up (layout without fill, tap and decap cells) --
group                    after synthesis  in the layout  share of synthesized area [%]
flip-flops                            19             19                          35.46
other                                  1             30                         0.3090
AND-OR/OR-AND                          5              5                          2.577
XOR/XNOR                               5              5                          3.609
buffers and inverters                 37             57                          21.03
AND/OR/NAND/NOR                       48             48                          27.22
multiplexers                           9              9                          7.732
adder cells (fa/ha/maj)                2              2                          2.062
-- flip-flops by register name, summed over array words and instances (netlist names) --
name / flops
cnt_out: 8
prdata: 5
out_port_en: 4
chip_en: 1
out_start: 1
-- where the power goes --
part	total (mW)	switching [mW]	internal (mW)	leakage [nW]
Clock	0.173	0.0810	0.0921	0.0255
Sequential	0.261	0.00000000000274	0.261	0.159
Combinational	0.0735	0.0220	0.0515	0.440
Total	0.508	0.103	0.405	0.624
-- layout make-up --
class	count	area, um^2	area share [%]
Multi-Input combinational cell	99	636.9	36.49
Tap cell	105	131.4	7.527
Sequential cell	19	430.4	24.66
Inverter	4	15.01	0.8602
Timing Repair Buffer	49	485.5	27.81
Clock buffer	3	41.29	2.366
Clock inverter	1	5.005	0.2867
-- worst max-delay path, delay by kind of cell --
kind / cells / cell delay [ns]
buf+inv: 1 / 0.39
simple gates: 3 / 1.00
mux: 1 / 0.36
-- metal layers --
layer | track usage (%) | part of all wire [%] | up-vias
met5 | 0 | 0 | -
met4 | 0 | 0 | 0
met3 | 1.954 | 11 | 0
met2 | 6.216 | 36 | 57
met1 | 6.802 | 53 | 404
li1 | - | - | 473
-- cell usage in the layout (no fill, tap or decap) --
master / count
nand4bb_1: 1
nand2b_1: 1
clkinv_2: 1
o21ai_0: 2
inv_1: 4
nor4_1: 6
mux2i_1: 6
xor2_1: 3
nor4bb_1: 1
buf_4: 2
o41ai_1: 1
a21oi_1: 1
nor4_4: 2
clkdlybuf4s50_1: 47
nand2_1: 12
dfxtp_1: 14
clkbuf_8: 3
nor3_1: 1
edfxtp_1: 5
nor2b_1: 5
nand4_2: 2
xnor2_1: 2
nor2_1: 8
nand4_1: 3
or3_1: 2
nor4b_2: 2
ha_1: 2
mux2_1: 3
conb_1: 30
nor4_2: 2
a21boi_0: 1
-- path summary, 6_finish.rpt --
path	to	slack (ns)	depth (start not counted)	start
setup / recovery	prdata[0]	0.65	5	paddr[12]
hold / removal	out_port_en[2]	0.46	2	out_port_en[2]
setup reg to reg	cnt_out[4]	1.58	6	cnt_out[0]
hold reg to reg	out_port_en[2]	0.46	2	out_port_en[2]
-- stage by stage --
| step | hold slack, ns | worst slack, ns |
|---|---|---|
| after detailed placement | 0.4453 | 0.3290 |
| after CTS | 0.4584 | 0.5956 |
| after floorplan | 0.4302 | 0.8131 |
| after global placement | 0.4404 | 0.3199 |
| after global routing | 0.4712 | 0.5275 |
| final | 0.4574 | 0.6512 |
Power and IR drop assume default switching activity.
